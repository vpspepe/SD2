==> design/flow/config.mk <==
export PLATFORM = sky130hd
export DESIGN_NAME = MUX_64
export DESIGN_NICKNAME = MUX_64
export VERILOG_FILES = /design/flow/design.v
export SDC_FILE = /design/flow/constraint.sdc
export NUM_CORES = 4
export LEC_CHECK = 1
export CORE_AREA = 10 10 84 84
export DIE_AREA = 0 0 94 94
==> design/flow/constraint.sdc <==
current_design MUX_64

set clk_period 1.0
set clk_io_pct 0.2

create_clock -name clk0 -period $clk_period

set non_clock_inputs [all_inputs -no_clocks]
set_input_delay [expr $clk_period * $clk_io_pct] -clock clk0 $non_clock_inputs
set_output_delay [expr $clk_period * $clk_io_pct] -clock clk0 [all_outputs]
==> design/flow/design.v <==
module MUX_64(
            input[63:0] a, b,
            input select,
            output[63:0] result);  
assign result = select == 1'b1 ? b: a;
endmodule
==> design/flow/run.sh <==
#!/bin/bash
# OpenROAD 26Q1-2900-gdf79404cd8, Yosys 0.63+post, stock flow scripts
make -C /OpenROAD-flow-scripts/flow DESIGN_CONFIG=/design/flow/config.mk WORK_HOME=/design/flow/orfs finish
==> flow_metrics.py <==
# Metrics from the implementation run
metrics = {
    "run_status": {
        "status": "finished with violations",
        "violations": "negative setup slack",
    },
    "drt": {
        "post_drt_wl_per_cell_um": 20.4,
        "postRouteAntennaNets": 0,
        "insertedDiodeCount": 0,
        "routed_via_density": 3.90,
        "routed_wl_mm": 6.92,
        "drt_pass1_iterations": 2,
        "drc": 0,
        "drtIter0Drc": 17,
        "vias": 1322,
    },
    "yosys": {
        "common_cells": "mux2_4, buf_12, mux2_2",
        "ys_cells": 71,
        "most_common_cell": "mux2_4",
        "top_area_cell": "mux2_4",
        "ys_types": 4,
        "top_cell_area_share_pct": 83.6,
        "synthTopCellsByArea": "mux2_4, buf_12, mux2_2",
        "syn_area_um2": 1080,
        "syn_inst": 71,
        "yosysChipArea_um2": 1080,
        "synth_area_per_cell_um2": 15.2,
        "synth_seq_share_pct": 0,
        "yosys_warnings": 0,
    },
    "final_timing": {
        "maxSlewHeadroom_pct": 93.9,
        "hold_viol_final": 0,
        "setup_viol": 64,
        "setup_slack_ns": -0.186,
        "fin_crit_sh_pct": 119,
        "maxSlewViolCount": 0,
        "tightest_slew_ns": 0.0909,
        "fmax_ghz": 0.843,
        "period_minus_slack_ns": 1.19,
        "rsz0062_at_grt": "true",
        "whs_ns": 0.698,
    },
    "placement": {
        "dpl.hpwl_mm": 6.07,
        "gp_congestion": 0.823,
        "dp_worst_setup_slack_ns": -0.541,
        "io_buffer_count": 193,
    },
    "layout": {
        "seq_area_um2": 0,
        "drive_gt1_share_pct": 52.4,
        "seq_cell_count": 0,
        "num-clock-buffers": 0,
        "syn_to_final_growth_pct": 192,
        "utilization_pct": 60.4,
    },
    "setup_path": {
        "worstSetupStartpointType": "primary input",
        "arrival_ns": 0.99,
        "cp_common_cell": "buf_16",
        "cp-end-kind": "output pin",
        "worstPathRequired_ns": 0.80,
        "crit_family": "buffers and inverters",
        "worstPathCellList": "buf_16 > buf_16 > buf_12 > mux2_4 > buf_2",
        "crit_slowest_cell": "mux2_4",
        "path_max_fanout": 5,
        "path_buffers": 4,
        "path_class": "primary input to output pin",
        "slowest_delay_ns": 0.28,
    },
    "floorplanning": {
        "core_um2": 5200,
        "dieHeight_um": 94,
        "top_level_ports": 193,
        "chipArea_um2": 8840,
        "rows": 26,
        "die_w_um": 94,
        "fp_util_pct": 20.7,
    },
    "pwr": {
        "powerDensity_nw_per_um2": 407,
        "leakage_nw": 1.74,
        "irDropWorstVdd_uv": 168,
    },
    "global_route": {
        "overflow": 0,
        "grt_pass1_vias": 1507,
        "grt_antenna_before_repair": 0,
        "track_usage_pct": 13.8,
        "grt_first_pass_wirelength_mm": 9.24,
        "grt_max_degree": 11,
    },
    "clocking": {
        "cts_hold_buf": 0,
    },
    "run": {
        "warnings": 35,
        "cap_violations": 0,
    },
    "hold_path": {
        "hold_path_class": "primary input to output pin",
    },
}
-- path summary, 6_finish.rpt --
| path | start | to | slack (ns) | depth (start not counted) |
|---|---|---|---|---|
| worst max-delay path | select | result[17] | -0.19 | 5 |
| worst min-delay path | b[0] | result[0] | 0.70 | 3 |
-- cell usage in the layout (no fill, tap or decap), drive strengths merged --
cell / n
buf: 72
clkbuf: 5
clkdlybuf4s50: 4
dlymetal6s2s: 6
dlygate4sd2: 118
mux2: 64
-- area by class of cell --
| type | count | area, um^2 |
|---|---|---|
| multi-input combinational | 64 | 957 |
| tap | 70 | 87.6 |
| timing repair buffer | 205 | 2100 |
| fill | 493 | 2060 |
-- tightest hold or removal path, stage by stage --
cell and delay, ns:
dlymetal6s2s_1 0.08, mux2_4 0.14, buf_6 0.08
-- metrics by stage --
stage	setup TNS, ns	power, W	area (um^2)	instances
2_1_floorplan	0	0.000408	1080	71
3_3_place_gp	-32.06	0.00134	3040	331
3_5_place_dp	-31.87	0.00134	3040	331
4_1_cts	-8.47	0.00122	2970	336
5_1_grt	-7.39	0.00136	3150	339
6_report	-6.42	0.00128	3150	339
-- timing repair --
| action | in CTS | in global routing |
|---|---|---|
| resized | 368 | 24 |
| gates cloned | 4 | 3 |
| endpoints found under the setup margin | 64 | 64 |
| setup buffers | 1 | 0 |
-- per-layer routing --
layer	wire length, um	part of all wire [%]	up-vias	GRT usage [%]
met3	730	11	0	5.90
li1	-	-	673	-
met5	0	0	-	0
met2	4030	58	77	27.8
met4	0	0	0	0.380
met1	2170	31	572	13.0
-- where the power goes --
group          total (W)  switching, W  internal, W
clock                  0             0            0
sequential             0             0            0
combinational    0.00128      0.000300     0.000980
total            0.00128      0.000300     0.000980
-- kinds of logic after synthesis --
logic type,Yosys count,share of synthesized area (%)
mux,64,87.8
buf+inv,7,12.2
No activity file was given, so power comes from the tool's default toggle rates.
