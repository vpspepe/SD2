===== flow/run.sh =====
#!/bin/bash
# OpenROAD 26Q1-2900-gdf79404cd8, Yosys 0.63+post, stock flow scripts
make -C /OpenROAD-flow-scripts/flow DESIGN_CONFIG=/design/flow/config.mk WORK_HOME=/design/flow/orfs finish

===== flow/config.mk =====
export PLATFORM = sky130hd
export DESIGN_NAME = DEMUX
export DESIGN_NICKNAME = DEMUX
export VERILOG_FILES = /design/flow/design.v
export SDC_FILE = /design/flow/constraint.sdc
export NUM_CORES = 4
export LEC_CHECK = 1
export CORE_AREA = 10 10 100 100
export DIE_AREA = 0 0 110 110

===== flow/constraint.sdc =====
current_design DEMUX

set clk_period 1.0
set clk_io_pct 0.2

create_clock -name clk0 -period $clk_period

set non_clock_inputs [all_inputs -no_clocks]
set_input_delay [expr $clk_period * $clk_io_pct] -clock clk0 $non_clock_inputs
set_output_delay [expr $clk_period * $clk_io_pct] -clock clk0 [all_outputs]

===== flow/design.v =====
module DEMUX(
    input[63:0] a,
    input select,
    output[63:0] result0, result1
);
assign result0 = select == 1'b1 ? a: 64'b0 ;
assign result1 = select == 1'b1 ? 64'b0: a;
endmodule

==> flow_summary.yaml <==
# implementation run metrics
status:
  outcome: "finished, violations left"
  violations: "setup timing"
worst_setup_path:
  crit_slowest_cell: "buf_16"
  critical_path.cell_chain: "buf_16, buf_16, buf_8, buf_12, and2_4, buf_6"
  cpMostUsedCell: "buf_16"
  cp.buffers_inverters: 5
  path_class: "in2out"
  cp_top_family: "buffers and inverters"
  start_kind: "input pin"
  end_kind: "output pin"
  cp.arrival_ns: 0.92
  slowest_delay_ns: 0.13
  required_ns: 0.80
  critPathMaxFanout: 5
sta:
  hold_viol: 0
  slew_headroom_pct: 92.8
  finalSetupTns_ns: -1.95
  maxClockFrequency_mhz: 892
  fin_crit_sh_pct: 112
  final-max-slew-violation-count: 0
  setup-violations-final: 36
  rsz0062_at_grt: "true"
  tightest_slew_ns: 0.108
  fin_ws_ns: -0.121
  fin_crit_ns: 1.12
placed_design:
  gp_congestion: 0.820
  port_buffers: 193
  dpl-instance-area_um2: 2920
  dp_hpwl_um: 5610
min_path:
  whs_path_depth: 3
  hold_class: "in2out"
  hold_path_end: "result0[3]"
  min_from: "a[3]"
cells_and_area:
  n_clock_buffer: 0
  final_util_pct: 41.8
  finalInstanceArea_um2: 3260
  regArea_um2: 0
  areaGrowthSynthToFinish_pct: 267
  layout_top_cell: "buf_2"
  drive_gt1_share_pct: 56.0
  lay_top_cells: "buf_2 (61), nor2b_1 (55), dlygate4sd2_1 (55)"
  seq_cells: 0
synth:
  yosysChipArea_um2: 888
  avgSynthCellArea_um2: 6.26
  yosysWarnings: 0
  synthDistinctLibCells: 6
  syn-instance-count: 142
  ys_seq_share_pct: 0
  ys_cells: 142
  syn_area_um2: 888
route:
  drc_errors: 0
  first_iter_violations: 35
  routedWlPerCell_um: 17.0
  num_vias: 1743
  first_pass_iters: 3
  num_antenna_cells: 0
  final_antenna_net_count: 0
  drt_wl_total_um: 7810
  via_per_inst: 3.78
floorplan:
  boundaryPins: 193
  die_h_um: 110
  rows: 32
  core_area_um2: 7810
  fp_util_pct: 11.4
  die_w_um: 110
  die_area_um2: 12100
global_route:
  antenna_found_initial: 1
  groute.usage.overall_pct: 11.2
  overflow: 0
  grt_pass1_vias: 1735
  grt_max_degree: 21
  grt_pass1_wl_um: 10500
power:
  max-vdd-ir-drop_v: 0.000168
  p_total_mw: 1.19
  p_leak_nw: 1.77
  power.density_nw_per_um2: 364
flow_run:
  drv_cap: 0
  warning_count: 34
clock_network:
  holdBufCountCts: 0
==> synthesized netlist by cell type, drive strengths merged <==
master | count | area [um2]
nor2b | 64 | 400
and2 | 64 | 400
clkbuf | 1 | 7.51
buf | 13 | 80.1
==> worst min-delay path: stages <==
cell and delay (ns):
clkbuf_2 0.09, and2_1 0.11, dlymetal6s2s_1 0.10
==> area by class of cell <==
class                           instances  area, um2
Fill cell                             789       4540
Multi-Input combinational cell        128        968
Tap cell                              102        128
Timing Repair Buffer                  231       2170
==> power by group <==
group / switching [mW] / leakage [nW] / total, mW / internal (mW)
registers: 0 / 0 / 0 / 0
logic: 0.342 / 1.77 / 1.19 / 0.847
clock network: 0 / 0 / 0 / 0
total: 0.342 / 1.77 / 1.19 / 0.847
==> cell families (layout without fill, tap and decap cells) <==
| logic type | after synthesis | after routing | synth area share [%] |
|---|---|---|---|
| buf+inv | 14 | 231 | 9.86 |
| simple gates | 128 | 128 | 90.1 |
==> stage by stage <==
step,setup slack (ns),instances,hold slack [ns]
floorplan,0.185,142,0.463
global placement,-0.530,427,1.25
detailed placement,-0.537,427,1.24
CTS,-0.215,459,0.789
global route,-0.138,461,0.728
finish,-0.121,461,0.703
==> what timing repair did <==
item / in CTS / in global routing
setup buffers: 20 / 3
gates resized: 456 / 107
endpoints found under the setup margin: 128 / 88
pin swaps: 14 / 9
gates cloned: 12 / 2
==> how the worst max path moves through the flow <==
stage	end	cells past startpoint	slack, ns	start
global route	result0[46]	6	-0.14	select
finish	result0[45]	6	-0.12	select
CTS	result0[16]	3	-0.22	a[16]
==> per-layer routing <==
metal | track usage [%] | vias to the layer above | part of all wire [%]
met5 | 0 | - | 0
met4 | 0 | 0 | 0.090
met3 | 4.35 | 2 | 13
met2 | 21.3 | 108 | 50
met1 | 12.0 | 771 | 37
li1 | - | 862 | -
Power figures rest on the tool's default switching activity, not on a simulated workload.
