--- /design/flow/design.v ---
module MUX2_64(
             a, b,        
             select,
             result);    
parameter N = 64;
input select;
input [N-1:0] a, b;
output [N-1:0] result;
assign result = select == 1'b1 ? b[N-1:0]: a[N-1:0];
endmodule
--- /design/flow/run.sh ---
#!/bin/bash
# OpenROAD 26Q1-2900-gdf79404cd8, Yosys 0.63+post, stock flow scripts
make -C /OpenROAD-flow-scripts/flow DESIGN_CONFIG=/design/flow/config.mk WORK_HOME=/design/flow/orfs finish
--- /design/flow/config.mk ---
export PLATFORM = sky130hd
export DESIGN_NAME = MUX2_64
export DESIGN_NICKNAME = MUX2_64
export VERILOG_FILES = /design/flow/design.v
export SDC_FILE = /design/flow/constraint.sdc
export NUM_CORES = 4
export LEC_CHECK = 1
export CORE_AREA = 10 10 83 83
export DIE_AREA = 0 0 93 93
--- /design/flow/constraint.sdc ---
current_design MUX2_64

set clk_period 1.0
set clk_io_pct 0.2

create_clock -name clk0 -period $clk_period

set non_clock_inputs [all_inputs -no_clocks]
set_input_delay [expr $clk_period * $clk_io_pct] -clock clk0 $non_clock_inputs
set_output_delay [expr $clk_period * $clk_io_pct] -clock clk0 [all_outputs]
==> results.toml <==
# flow metrics
[sta]
setup_total_negative_slack_ns = -6.059
timing.slew.headroom_pct = 91.96
final-max-slew-violation-count = 0
maximum_achievable_frequency_mhz = 843.7
unrepaired_setup_endpoints_after_global_routing = "true"
setup_slack_ns = -0.1852
fin_crit_sh_pct = 118.5
timing.final.hold_violations = 0
worstMarginPinSlew_ns = 0.1206
setup_violations = 64
post-route-min-period_ns = 1.185

[clock_tree]
cts_hold_buffers = 0

[logic_synthesis]
yosys.cell_count.top_type = "mux2_4"
synth_area_leader_cell = "mux2_4"
yosysCellCount = 71
yosysTopAreaCellShare_pct = 83.62
area_of_the_mapped_netlist_um2 = 1077
synthCells = 71
common_cells = "mux2_4 (60), buf_12 (6), mux2_2 (4)"
yosys.cell_types.count = 4
ys_seq_share_pct = 0
netlist_top_cells_area = "mux2_4 (84%), buf_12 (11%), mux2_2 (4.2%)"
ys.warnings.count = 0
postSynthAreaPerCell_um2 = 15.17
yosys.stat.chipArea_um2 = 1077

[layout]
numSequentialCells = 0
ratio_of_cells_with_drive_above_1_in_the_final_layout_pct = 53.11
finalCoreUtilization_pct = 59.32
multiInputGateArea_um2 = 957.2
area.growth.synth_to_final_pct = 183.0
layout.area.seq_um2 = 0
layout.filler_cells = 506
clockBufferCount = 0

[detailed_routing]
detailedRoute.firstPassIterationCount = 2
antenna_viol_nets_final = 0
postRouteWirelength_mm = 6.747
avgViaCountPerCell = 3.913
post_drt_wl_per_cell_um = 19.61
initialDrtViolationCount = 16
post-route-drc-count = 0
total_number_of_vias = 1346

[grt]
vias_in_the_first_global_route = 1548
grtUsageTotal_pct = 14.43
grt_start_max_net_pins = 15
overflow = 0
number_of_antenna_violations_at_the_first_check_in_global_routing = 1
grt_first_pass_wirelength_mm = 9.577

[setup_path]
worstSetupPathType = "input pin to output port"
worst_ep_arrival_ns = 0.99
timing.critical_path.to_type = "output port"
timing.critical_path.required_ns = 0.80
type_of_origin_of_the_critical_path = "input pin"
timing.critical_path.fanout_max = 7

[run]
timing.max_cap.violations = 0
openroad.warnings = 35

[power_and_ir_drop]
static-leakage-power_nw = 1.699
share_comb_of_total_power_pct = 100.0
power.share.clock_pct = 0
switching_share_pct = 23.42
seq_power_share_pct = 0
power.density_nw_per_um2 = 400.1
vdd_drop_max_uv = 215.0
p_int_mw = 0.9343
power.net_switching_mw = 0.2858

[die]
dieWidth_um = 93
design.die.area_um2 = 8649
core-area_um2 = 5140
row_count = 26
ios = 193
dieHeight_um = 93
initial_core_util_pct = 20.96

[hold_path]
hold-path-endpoint = "result[18]"
worst_hold_path.num_cells = 3
timing.hold.worst.start = "b[18]"
hold_crit_class = "input pin to output port"

[run_status]
run_status = "complete, but fails checks"
failed_checks = "setup timing"

[placed_design]
globalplace.congestion = 0.7893
port_buffers = 193
place.detailed.hpwl_mm = 6.165
[area by class of cell]
cell class	instances	share of cell area (%)
repair buffers	209	65.65
well taps	70	2.872
diodes	1	0.08207
multi-input cells	64	31.39
[metal layers]
layer	GRT usage (%)	part of all wire [%]	vias up
li1	-	-	678
met1	14.34	33	591
met2	29.09	58	77
met3	5.331	9.6	0
met4	0	0	0
met5	0	0	-
[kinds of logic after synthesis]
logic type | share of synthesized area (%)
buffers and inverters | 12.20
muxes | 87.80
[timing repair]
action / 4_1_cts / 5_1_grt
buffers inserted: 6 / 1
resized: 377 / 10
endpoints found under the hold margin: 0 / 0
gates cloned: 2 / 0
endpoints found under the setup margin: 64 / 64
[how the worst max path moves through the flow]
stage / cells after the start / slack [ns] / startpoint / endpoint
CTS: 5 / -0.18 / select / result[5]
global route: 5 / -0.20 / select / result[5]
finish: 5 / -0.19 / select / result[5]
[worst max-delay path, cell delays in order]
cell,delay [ns]
buf_12,0.12
buf_12,0.13
buf_4,0.13
mux2_4,0.28
buf_2,0.12
[per-stage QoR]
stage / total power, mW / hold slack (ns) / setup WS [ns] / std cells / instance area, µm²
global placement: 1.349 / 1.234 / -0.5496 / 334 / 3065
global route: 1.307 / 0.7167 / -0.2019 / 344 / 3049
detailed placement: 1.352 / 1.228 / -0.5467 / 334 / 3065
finish: 1.220 / 0.6908 / -0.1852 / 344 / 3049
floorplan: 0.4080 / 0.4977 / 0.002550 / 71 / 1077
CTS: 1.229 / 0.7367 / -0.1807 / 342 / 2998
[power groups by stage]
stage	Sequential, mW	Combinational [mW]	Clock, mW
6_report	0	1.22	0.000000134
4_1_cts	0	1.23	0
5_1_grt	0	1.31	0.000000134
[cells in the final DEF (no fill, tap or decap)]
master and count:
dlygate4sd2_1 116, mux2_4 63, buf_6 50, buf_2 21
clkdlybuf4s50_1 7, dlymetal6s2s_1 5, buf_12 5, buf_16 2
buf_4 2, diode_2 1, mux2_2 1, buf_8 1
Power figures rest on the tool's default switching activity, not on a simulated workload.
