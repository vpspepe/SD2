<file path="./run.sh">
#!/bin/bash
# OpenROAD 26Q1-2900-gdf79404cd8, Yosys 0.63+post, stock flow scripts
make -C /OpenROAD-flow-scripts/flow DESIGN_CONFIG=/design/flow/config.mk WORK_HOME=/design/flow/orfs finish
</file>
<file path="./config.mk">
export PLATFORM = sky130hd
export DESIGN_NAME = FD_Adder2comp
export DESIGN_NICKNAME = FD_Adder2comp
export VERILOG_FILES = /design/flow/design.v
export SDC_FILE = /design/flow/constraint.sdc
export NUM_CORES = 4
export LEC_CHECK = 1
export CORE_UTILIZATION = 30
</file>
<file path="./constraint.sdc">
current_design FD_Adder2comp

set clk_period 4.7
set clk_io_pct 0.2

create_clock -name clk0 -period $clk_period [get_ports {clk}]

set non_clock_inputs [all_inputs -no_clocks]
set_input_delay [expr $clk_period * $clk_io_pct] -clock clk0 $non_clock_inputs
set_output_delay [expr $clk_period * $clk_io_pct] -clock clk0 [all_outputs]
</file>
<file path="./design.v">
module FD_Adder2comp(a, b, 
                    clk, RESET,
                    loadAB, loadmagAB, comp_mag, comp_sinais, soma_sub, loadRES,
                    result
); 
    parameter N = 5;
    input [N-1:0] a, b;
    input wire clk, RESET,
               loadAB, loadmagAB, comp_mag, comp_sinais, soma_sub, loadRES;
    output reg [N:0] result;
    reg [1:0] operacao;
    reg sinal_a, sinal_b, sinal_soma;
    reg [N-1:0] A, B, mag_soma;
    reg [N-2:0] maior, menor, mag_a, mag_b;
    always @(posedge clk) begin
        if (loadAB) begin
                sinal_a <= a[N-1];
                sinal_b <= b[N-1];
                A <= a;
                B <= b;
        end
        else if (loadmagAB) begin
                if (sinal_a == 0) begin
                    mag_a <= A[N-2:0];
                end
                else begin
                    mag_a <= (~a[N-2:0]) + 1;  
                end
                if (sinal_b == 0) begin
                    mag_b <= B[N-2:0];
                end
                else begin
                    mag_b <= (~b[N-2:0]) + 1;
                end
        end
        else if (comp_mag) begin
                if(mag_a > mag_b)begin
                    maior <= mag_a;
                    menor <= mag_b;
                end 
                else begin
                    maior <= mag_b;
                    menor <= mag_a;
                end
        end
        else if(comp_sinais) begin
            if ( (sinal_a == 0) & (sinal_a == sinal_b) ) begin  
                operacao <= 0;
                sinal_soma <= 0; 
            end
            else if ( (sinal_a == 1) & (sinal_a == sinal_b) ) begin  
                operacao <= 1;
                sinal_soma <= 1;
            end
            else if( ((sinal_a == 0) & (mag_a > mag_b)) | ((sinal_b == 0) & (mag_b > mag_a)) ) begin  
                operacao <= 2;
                sinal_soma <= 0;
            end
            else begin   
                operacao <= 3;
                sinal_soma <= 1;
            end
    end
        else if(soma_sub)  
            case(operacao)
                0: begin
                    mag_soma <= maior + menor;  
                end
                1: begin
                    mag_soma <= maior + menor;  
                end
                2: begin
                    mag_soma <= maior - menor;  
                end
                3: begin
                    mag_soma <= menor - maior;  
                end
            endcase
        else if (loadRES) begin
            result <= {sinal_soma,mag_soma};   
        end
    end
endmodule
</file>
==> ci_impl_report.md <==
## PnR job results

| Metric | Value |
|---|---|
| Starting DRC count in detailed routing | 23 |
| Via count | 1217 |
| Critical Path RT | 4670 ps |
| Maximum operating frequency | 372 MHz |
| # setup viols final | 0 |
| GPL Wtd Cong | 0.771 |
| Fp_density | 0.314 |
| Worst setup path start | loadAB |
| Root buffer selected by CTS | clkbuf_8 |
| Syn Inst Count | 163 |
| Syn Area/Cell | 13.3 um2 |
| Worst-margin pin slew | 600 ps |
| Buf+Inv Stages, Crit Path | 1 |
| Number of enable flip-flop cells | 38 |
| Commonest flop | edfxtp_1 |
| Leak pwr | 0.983 nW |
| CTS resizes | 0 |
| OpenROAD warning count | 30 |
| FP Rows | 30 |
| YS warnings | 1 |
| Max-area cell share | 0.525 |
| Reg area | 1180 um2 |
| Core area | 6910 um2 |
| Final Hold Fails | 0 |
| CP startpoint kind | input port |
| Slew headroom | 0.599 |
| Ys cells | 163 |
| Syn-to-layout area delta | 19.1% |
| Chip area | 7580 um2 |
| Crit path max-delay cell type | clkdlybuf4s50_1 |
| CTS tree | done |
| Cell area power density | 296 nW/um2 |
| Worst Path Arrival | 2660 ps |
| Status | finished, final reports clean |
| Worst Path Class, Setup | in2reg |
| Max Cap Viol | 0 |
| Clk latency late pin | 280 ps |
| M2 GR Usage | 0.153 |
| Hold Crit Class | reg2reg |
| Most instantiated cells after synthesis | edfxtp_1, inv_1, ha_1 |
| Gr busiest metal | met2 |
| RR Startpoint | maior[1] |
| Avg Vias per Cell | 4.24 |
| Distinct cells, synth | 44 |
| H-tree lvl count | 2 |
| Worst-case clock skew | 4.93 ps |
| Synth flops | 40 |
| Worst R2R Setup Slack | 2180 ps |
| Unrepaired setup endpoints after global routing | no |
| GRT Overall Usage | 0.0950 |
| Post-DP HPWL | 2340 um |
| DR pass1 iterations | 4 |
| Post-cts hold-fix buffer tally | 0 |
| Met1 GRT Util | 0.140 |
| # IOs | 24 |
| Port Buffer Count | 22 |
| Die Y-Extent | 87.1 um |
| N_diodes | 0 |
| Share of layout cells above drive strength 1 | 0.157 |
| Mapped Area | 2170 um2 |
| Clock tree buffer depth | 2 |
| Hold Startpoint | mag_soma[0] |
| Post-CTS Setup Repair Bufs | 0 |
| Final WL | 3110 um |
| Fill cell count | 683 |
| CTS Buf Count | 5 |
| Tot Pwr | 0.000765 W |
| Final core utilization | 0.375 |
| Reg clk slew, reported paths | 70 ps |
| Yosys stat area | 2170 um2 |
| Async set-reset flop share out of synthesis | 0 |
| First-pass GRT wire length | 5380 um |
| Fin. max-slew vios | 0 |
| Max VDD drop | 0.000162 V |
| Final Cycle Share | 0.572 |
| Most frequent cell after synthesis | edfxtp_1 |
| CP max stage delay | 720 ps |
| Post-synthesis sequential area ratio | 0.544 |
| Top Family by Delay on Critical Path | simple AND/OR/NAND/NOR gates |
| Vias in the first global route | 1162 |
| Wire per inst | 10.8 um |
| Worst path cell trace | clkdlybuf4s50_1 -> nor4_1 -> and3b_1 |
| Worst hold-check slack | 421 ps |
| # DRC | 0 |
| Largest net degree at the start of global routing | 15 |
| Initial antenna violation count | 0 |
| Met3 Track Usage GR | 0.0240 |
| Gr ovfl total | 0 |
| Worst Setup End Kind | flop |
| Top cells by area | edfxtp_1, ha_1, mux2_2 |
| Clock sinks | 40 |
| Chip width | 87.1 um |
| Synth area leader | edfxtp_1 |
| CP Max Fanout | 14 |
| Clock period minus worst slack | 2690 ps |
| Logic area | 891 um2 |
| Total negative slack | 0 ps |
| Antenna-violating nets left | 0 |
==> worst paths after layout <==
kind                  to  cells past startpoint
max reg2reg  mag_soma[4]                      8
min reg2reg    result[0]                      0
max            result[2]                      3
min            result[0]                      0
==> flip-flops by register name (all words and copies together) (netlist names) <==
register and count:
mag_b 4, operacao 2, sinal_soma 1, sinal_b 1
result 6, A 4, maior 4, mag_soma 5
mag_a 4, menor 4, sinal_a 1, B 4
==> worst reg2reg max path, cell delays in order (launching register included) <==
cell and delay (ps):
edfxtp_1 430, inv_1 130, ha_1 230, mux2_2 290
fa_1 420, nand2b_1 180, a21boi_0 270, nor3_1 80
o31a_1 250
==> final cells by class <==
class | count | area share
inverters | 24 | 0.0353
clock buffers | 5 | 0.0266
flip-flops and latches | 40 | 0.456
well taps | 96 | 0.0464
repair buffers | 23 | 0.0880
multi-input cells | 97 | 0.344
clock inverters | 2 | 0.00290
==> layer usage <==
| layer | vias up | part of all wire |
|---|---|---|
| met2 | 30 | 0.45 |
| met5 | - | 0 |
| met1 | 545 | 0.49 |
| met3 | 2 | 0.049 |
| li1 | 640 | - |
| met4 | 0 | 0.0071 |
==> cell families (layout without fill, tap and decap cells) <==
| group | after synthesis | after routing | synth area share |
|---|---|---|---|
| flip-flops | 40 | 40 | 0.544 |
| XOR/XNOR | 7 | 7 | 0.0282 |
| buffers and inverters | 26 | 54 | 0.0461 |
| multiplexers | 16 | 16 | 0.0824 |
| adder cells (fa/ha/maj) | 21 | 21 | 0.128 |
| AND/OR/NAND/NOR | 32 | 32 | 0.0962 |
| AND-OR/OR-AND | 21 | 21 | 0.0755 |
==> per-stage QoR <==
stage	worst slack, ps	area [um2]	cells
after floorplan	2370	2170	163
after global placement	1700	2510	280
after detailed placement	1710	2510	280
after CTS	2010	2590	287
after global routing	1890	2590	287
final	2010	2590	287
==> power breakdown <==
group	internal [W]	switching [W]	total [W]	leakage [nW]
logic	0.0000696	0.0000559	0.000125	0.573
clock network	0.0000980	0.000111	0.000209	0.0391
registers	0.000415	0.0000164	0.000431	0.370
==> layout by cell type, fill, tap and decap left out, drive strengths merged, types with 2 or more instances in the layout <==
cell type / netlist / routed
dfxtp: 2 / 2
and2: 2 / 2
nor2b: 4 / 4
nor2: 4 / 4
inv: 23 / 23
ha: 19 / 19
nor3: 5 / 5
nor4: 2 / 2
a21oi: 6 / 6
clkdlybuf4s50: 0 / 22
edfxtp: 38 / 38
o21ai: 4 / 4
nand2: 5 / 5
clkinv: 1 / 3
clkbuf: 1 / 5
a21boi: 2 / 2
nand2b: 4 / 4
mux2: 15 / 15
xnor2: 6 / 6
fa: 2 / 2
Power and IR drop assume default switching activity.
