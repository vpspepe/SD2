===== flow/run.sh =====
#!/bin/bash
# OpenROAD 26Q1-2900-gdf79404cd8, Yosys 0.63+post, stock flow scripts
make -C /OpenROAD-flow-scripts/flow DESIGN_CONFIG=/design/flow/config.mk WORK_HOME=/design/flow/orfs finish

===== flow/config.mk =====
export PLATFORM = sky130hd
export DESIGN_NAME = Memoria
export DESIGN_NICKNAME = Memoria
export VERILOG_FILES = /design/flow/design.v
export SDC_FILE = /design/flow/constraint.sdc
export NUM_CORES = 4
export LEC_CHECK = 1
export CORE_UTILIZATION = 30
export SYNTH_MEMORY_MAX_BITS = 65536

===== flow/constraint.sdc =====
current_design Memoria

set clk_period 139.8
set clk_io_pct 0.2

create_clock -name clk0 -period $clk_period [get_ports {clk}]

set non_clock_inputs [all_inputs -no_clocks]
set_input_delay [expr $clk_period * $clk_io_pct] -clock clk0 $non_clock_inputs
set_output_delay [expr $clk_period * $clk_io_pct] -clock clk0 [all_outputs]

===== flow/design.v =====
module Memoria(
    input [5:0] i_mem_addr,
    input [5:0] d_mem_addr,
    input d_mem_we,
    input clk,
    output [31:0] i_mem_data,
    inout  [63:0] d_mem_data
);
wire [31:0] i_mem_data_interno;
wire [63:0] d_mem_data_in, d_mem_data_out;  
wire clk_atrasado;
assign d_mem_data = d_mem_we ? 64'bz : d_mem_data_out ;
assign d_mem_data_in = d_mem_data;
assign i_mem_data = i_mem_data_interno;
atrasa_clk_3x1 atrasa_clk(.clk(clk),.clk_out(clk_atrasado));
data_memory MemD( 
    .d_mem_addr(d_mem_addr),  
    .d_mem_we(d_mem_we),
    .clk(clk_atrasado),
    .d_mem_data_in(d_mem_data_in),                
    .d_mem_data_out(d_mem_data_out)           
);
instruction_memory MemI( 
    .i_mem_addr(i_mem_addr),                            
    .i_mem_data(i_mem_data_interno)           
);
endmodule
module atrasa_clk_3x1(
    input clk,
    output clk_out
);
reg[1:0] counter;
reg out;
assign clk_out = (counter == 0) ? 1 : 0;
initial begin
    counter <= 2;
end
always @(posedge clk ) begin
    if(counter == 2'b10)
        counter <= 2'b0;
    else
        counter <= counter + 1;
end
endmodule
module data_memory( 
    input [5:0] d_mem_addr,   
    input d_mem_we,
    input clk,
    input [63:0]d_mem_data_in,             
    output [63:0] d_mem_data_out           
);
     reg [63:0] mem [63:0];
    assign d_mem_data_out = mem[d_mem_addr];        
    always @(posedge clk) begin
        if (d_mem_we) begin                    
            mem[d_mem_addr]  <= d_mem_data_in;       
        end
    end
initial begin     
    mem[0] = 0;
    mem[1] = 10;
    mem[2] = 30;
    mem[5] = 64'b1000000000000000000000000000000000000000000000000000000000000000;
end
endmodule
module instruction_memory( 
    input [5:0] i_mem_addr,   
    output [31:0] i_mem_data           
);
     reg [31:0] mem [63:0];
    assign i_mem_data = mem[i_mem_addr];        
initial begin
    mem[0] = {12'b000000000001,5'b00000,3'b001,5'b00001,7'b0000011};     
    mem[1] = {12'b000000000010,5'b00000,3'b001,5'b00010,7'b0000011};     
    mem[2] = {12'b000000000101,5'b00000,3'b001,5'b00101,7'b0000011};     
    mem[3] = {12'b000000000000,5'b00000,3'b001,5'b00000,7'b0000011};     
    mem[4] = {7'b0100000,5'b00010,5'b00001,3'b000,5'b00011,7'b0110011};  
    mem[5] = {1'b0,6'b000001,5'b00011,5'b00000,3'b000,4'b0000,1'b0,7'b1100011};  
    mem[6] = {7'b0, 5'b00011, 5'b00101, 3'b111, 5'b00110,7'b0110011};  
    mem[7] = {1'b0,6'b000000,5'b00110,5'b00101,3'b000,4'b1000,1'b0,7'b1100011};  
    mem[8] = {7'b0100000,5'b00010,5'b00001,3'b000,5'b00001,7'b0110011};     
    mem[9] = {1'b1,6'b111111,5'b00000,5'b00000,3'b000,4'b0110,1'b1,7'b1100011};    
    mem[10] = {1'b0,6'b000000,5'b00000,5'b00000,3'b000,4'b0110,1'b0,7'b1100011};   
    mem[11] = {7'b0100000,5'b00001,5'b00010,3'b000,5'b00010,7'b0110011};     
    mem[12] = {1'b1,6'b111111,5'b00001,5'b00010,3'b000,4'b0000,1'b1,7'b1100011};  
    mem[13] = {7'b0000000,5'b00001,5'b00000,3'b010,5'b00100,7'b0100011};      
    mem[14] = {1'b0,6'b000000,5'b00000,5'b00000,3'b000,4'b0000,1'b0,7'b1100011};   
end
endmodule

==> PnR_summary.wiki <==
=== Physical design figures ===
{| class="wikitable"
! Metric !! Value
|-
| Dominant combinational family || multiplexers
|-
| Cells resized by post-CTS repair || 0
|-
| Mux cell area share after synthesis || between 10% and 20%
|-
| Number of buffers inserted by hold repair at cts || 0
|-
| Average footprint of a synthesized cell || just under 20 um^2
|-
| Row count || ~270
|-
| Run status || stopped before the end
|-
| Fa+ha+maj area frac || less than 1%
|-
| Maximum number of buffers from clock root to sink || 2
|-
| Height of the die || between 700 and 800 um
|-
| Async set-or-reset flop fraction in the synthesized netlist || 0%
|-
| Register area share after synthesis || about 78%
|-
| Half-perimeter wire length after detailed placement || between 200000 and 300000 um
|-
| Register pins left without a clock || roughly 4000
|-
| Number of setup buffers added after CTS || 0
|-
| Instance count of the mapped netlist || roughly 8000
|-
| Yosys aoi share || around 7.3%
|-
| Count of synthesis-stage warnings from yosys || 4
|-
| Clock root buffer || clkbuf_16
|-
| Register bit count reported by yosys || around 4100
|-
| Port Buffer Count || 35
|-
| Placed Instance Area || 168000 um^2
|-
| Post-synthesis cell area || around 160000 um^2
|-
| Error text reported by the tool || [error] [KeplerFormal.cpp:679] Workflow failed: Iso has multiple drivers: .d_mem_data8, _7162_.X0
|-
| Horizontal extent of the die || around 730 um
|-
| Flip-flop cell with the highest count after synthesis || edfxtp_1
|-
| Final weighted congestion in routability-driven placement || between 0.8 and 0.9
|-
| Area of the synthesized netlist per yosys stat || 157000 um^2
|-
| Unique cell types || 67
|-
| Xor-xnor portion of the synthesized cell area || 0%
|-
| Count of pins on the block boundary || approximately 110
|-
| Number of H-tree levels || 1
|-
| Endpoints left unconstrained || 8192
|-
| Clock buffers created by TritonCTS || 3
|-
| Number of flops mapped to enable cells by yosys || 4096
|-
| Starting density of the core || 30.2%
|-
| Stage at which the run stopped || clock tree synthesis
|-
| Synth Area in Simple Gates || approximately 2.3%
|-
| Cell total in the yosys stat output || 7989
|}
==> stage by stage <==
stage	util [%]	instances	setup WS, ns
after detailed placement	32.3	14913	78.46
after global placement	32.3	14913	78.58
after floorplan	-	7995	80.51
==> synthesized netlist by cell type (9+ instances only) <==
| master | instances | area share [%] |
|---|---|---|
| o2bb2ai_1 | 26 | 0.14 |
| nor2b_1 | 11 | 0.044 |
| and4b_1 | 9 | 0.057 |
| nor4_1 | 11 | 0.044 |
| a211oi_1 | 23 | 0.11 |
| a2111oi_0 | 13 | 0.072 |
| o22ai_1 | 153 | 0.61 |
| nor2_1 | 166 | 0.40 |
| nand4_1 | 47 | 0.19 |
| or2_2 | 12 | 0.048 |
| clkbuf_1 | 181 | 0.43 |
| or4_1 | 12 | 0.057 |
| nor4bb_1 | 10 | 0.064 |
| a31oi_1 | 34 | 0.14 |
| edfxtp_1 | 4096 | 78 |
| a221oi_1 | 393 | 2.2 |
| a2bb2oi_1 | 11 | 0.061 |
| o221ai_1 | 12 | 0.067 |
| o22a_1 | 25 | 0.14 |
| mux2_2 | 330 | 2.4 |
| buf_6 | 16 | 0.11 |
| nand3b_1 | 9 | 0.043 |
| mux4_2 | 369 | 5.3 |
| buf_1 | 63 | 0.15 |
| a21oi_1 | 112 | 0.36 |
| a222oi_1 | 14 | 0.089 |
| buf_2 | 226 | 0.72 |
| mux2i_1 | 417 | 2.7 |
| a22oi_1 | 424 | 2.0 |
| o21ai_0 | 73 | 0.23 |
| a22o_1 | 67 | 0.37 |
| nand2b_1 | 28 | 0.11 |
| buf_4 | 76 | 0.36 |
| nor3_1 | 25 | 0.080 |
| nand3_1 | 42 | 0.13 |
| nand2_1 | 204 | 0.49 |
| and3_1 | 29 | 0.12 |
| and2_1 | 9 | 0.036 |
| and3b_1 | 34 | 0.19 |
| a221o_1 | 61 | 0.39 |
| o211ai_1 | 15 | 0.072 |
| o2111ai_1 | 11 | 0.061 |
==> kinds of logic after synthesis <==
| logic type | Yosys count |
|---|---|
| AOI/OAI and AO/OA | 1505 |
| adders and majority gates | 7 |
| buffers and inverters | 571 |
| DFF | 4098 |
| muxes | 1116 |
| other | 2 |
| and+or+nand+nor | 690 |
